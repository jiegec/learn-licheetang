==> flow/design.v <==
module uart_tx(
input  wire         clk         ,  
input  wire         resetn      ,  
output wire         uart_txd    ,  
output wire         uart_tx_busy,  
input  wire         uart_tx_en  ,  
input  wire [PAYLOAD_BITS-1:0]   uart_tx_data   
);
parameter   BIT_RATE        = 9600;  
localparam  BIT_P           = 1_000_000_000 * 1/BIT_RATE;  
parameter   CLK_HZ          =    50_000_000;
localparam  CLK_P           = 1_000_000_000 * 1/CLK_HZ;  
parameter   PAYLOAD_BITS    = 8;
parameter   STOP_BITS       = 1;
localparam       COUNT_REG_LEN      = 16;
localparam       CYCLES_PER_BIT     = BIT_P / CLK_P;
reg txd_reg;
reg [PAYLOAD_BITS-1:0] data_to_send;
reg [COUNT_REG_LEN-1:0] cycle_counter;
reg [3:0] bit_counter;
reg [2:0] fsm_state;
reg [2:0] n_fsm_state;
localparam FSM_IDLE = 0;
localparam FSM_START= 1;
localparam FSM_SEND = 2;
localparam FSM_STOP = 3;
assign uart_tx_busy = fsm_state != FSM_IDLE;
assign uart_txd     = txd_reg;
wire next_bit     = cycle_counter == CYCLES_PER_BIT;
wire payload_done = bit_counter   == PAYLOAD_BITS  ;
wire stop_done    = bit_counter   == STOP_BITS && fsm_state == FSM_STOP;
always @(*) begin : p_n_fsm_state
    case(fsm_state)
        FSM_IDLE : n_fsm_state = uart_tx_en   ? FSM_START: FSM_IDLE ;
        FSM_START: n_fsm_state = next_bit     ? FSM_SEND : FSM_START;
        FSM_SEND : n_fsm_state = payload_done ? FSM_STOP : FSM_SEND ;
        FSM_STOP : n_fsm_state = stop_done    ? FSM_IDLE : FSM_STOP ;
        default  : n_fsm_state = FSM_IDLE;
    endcase
end
integer i = 0;
always @(posedge clk, negedge resetn) begin : p_data_to_send
    if(!resetn) begin
        data_to_send <= {PAYLOAD_BITS{1'b0}};
    end else if(fsm_state == FSM_IDLE && uart_tx_en) begin
        data_to_send <= uart_tx_data;
    end else if(fsm_state       == FSM_SEND       && next_bit ) begin
        for ( i = PAYLOAD_BITS-2; i >= 0; i = i - 1) begin
            data_to_send[i] <= data_to_send[i+1];
        end
    end
end
always @(posedge clk, negedge resetn) begin : p_bit_counter
    if(!resetn) begin
        bit_counter <= 4'b0;
    end else if(fsm_state != FSM_SEND && fsm_state != FSM_STOP) begin
        bit_counter <= {COUNT_REG_LEN{1'b0}};
    end else if(fsm_state == FSM_SEND && n_fsm_state == FSM_STOP) begin
        bit_counter <= {COUNT_REG_LEN{1'b0}};
    end else if(fsm_state == FSM_STOP&& next_bit) begin
        bit_counter <= bit_counter + 1'b1;
    end else if(fsm_state == FSM_SEND && next_bit) begin
        bit_counter <= bit_counter + 1'b1;
    end
end
always @(posedge clk, negedge resetn) begin : p_cycle_counter
    if(!resetn) begin
        cycle_counter <= {COUNT_REG_LEN{1'b0}};
    end else if(next_bit) begin
        cycle_counter <= {COUNT_REG_LEN{1'b0}};
    end else if(fsm_state == FSM_START || 
                fsm_state == FSM_SEND  || 
                fsm_state == FSM_STOP   ) begin
        cycle_counter <= cycle_counter + 1'b1;
    end
end
always @(posedge clk, negedge resetn) begin : p_fsm_state
    if(!resetn) begin
        fsm_state <= FSM_IDLE;
    end else begin
        fsm_state <= n_fsm_state;
    end
end
always @(posedge clk, negedge resetn) begin : p_txd_reg
    if(!resetn) begin
        txd_reg <= 1'b1;
    end else if(fsm_state == FSM_IDLE) begin
        txd_reg <= 1'b1;
    end else if(fsm_state == FSM_START) begin
        txd_reg <= 1'b0;
    end else if(fsm_state == FSM_SEND) begin
        txd_reg <= data_to_send[0];
    end else if(fsm_state == FSM_STOP) begin
        txd_reg <= 1'b1;
    end
end
endmodule
==> flow/run.sh <==
#!/bin/bash
# OpenROAD 26Q1-2900-gdf79404cd8, Yosys 0.63+post, stock flow scripts
make -C /OpenROAD-flow-scripts/flow DESIGN_CONFIG=/design/flow/config.mk WORK_HOME=/design/flow/orfs finish
==> flow/config.mk <==
export PLATFORM = sky130hd
export DESIGN_NAME = uart_tx
export DESIGN_NICKNAME = uart_tx
export VERILOG_FILES = /design/flow/design.v
export SDC_FILE = /design/flow/constraint.sdc
export NUM_CORES = 4
export LEC_CHECK = 1
export CORE_UTILIZATION = 30
==> flow/constraint.sdc <==
current_design uart_tx

set clk_period 3.0
set clk_io_pct 0.2

create_clock -name clk0 -period $clk_period [get_ports {clk}]

set non_clock_inputs [all_inputs -no_clocks]
set_input_delay [expr $clk_period * $clk_io_pct] -clock clk0 $non_clock_inputs
set_output_delay [expr $clk_period * $clk_io_pct] -clock clk0 [all_outputs]
==> impl_metrics.yaml <==
# implementation run metrics
setup_path:
  crit_type: "register to output port"
  worstPathRequired_ns: 2.40
  critPathSlowestCell: "dfrtp_1"
  critPathBufInv: 2
  slowest_delay_ns: 0.50
  crit_fanout: 11
  crit_path_cell_trace: "nor2_2 > inv_1 > clkdlybuf4s50_1"
  crit_family: "buffers and inverters"
  cp-start-kind: "register"
  end_kind: "output port"
  cp.arrival_ns: 1.84
sta:
  slew_viol_final: 0
  hold_viol_final: 0
  fin_ws_ns: 0.560
  finClkSkew_ns: 0.00391
  fmax_mhz: 410
  finalSetupTns_ns: 0
  worst_pin_slew_ns: 0.611
  rsz0062_at_grt: "no"
  setup_viol: 0
  fin_crit_ns: 2.44
  whs_ns: 0.461
  timing.final.crit_share_pct: 81.3
  slew_headroom_pct: 59.2
cts:
  cts_buffers: 5
  clk_latency_ns: 0.27
  htree_num_levels: 2
  cts_tree: "yes"
  cts.sinks: 31
  clkSlewWorstSetupHoldPaths_ns: 0.06
  root_buffer: "clkbuf_8"
  holdBufCountCts: 0
  cts_max_path_buffers: 2
  postCtsSetupBuffers: 0
  cts.repair.resized: 0
pwr:
  p_leak_nw: 0.856
  p_int_mw: 0.692
  powerDensity_nw_per_um2: 493
  power_frac_comb_pct: 14.5
  peakVddDrop_v: 0.000359
  p_seq_share_pct: 55.0
  switchingPower_mw: 0.266
  swShare_pct: 27.8
  power.total_mw: 0.958
  p_clk_share_pct: 30.5
flow_run:
  tool_warnings: 28
  maxCapViolations: 0
synthesis:
  syn_inst: 156
  yosysTopAreaCell: "dfrtp_1"
  synthTopCellsByArea: "dfrtp_1, mux2_2, xor2_1, ha_1, nor2_1"
  synth-area-yosys_um2: 1700
  ys_seq_share_pct: 45.7
  ys.warnings.count: 1
  yosysUniqueCellTypes: 42
  ys_seq_elements: 31
  edf_count: 0
  ys_async_sr_fraction_pct: 100
  synth.avg_cell_area_um2: 10.9
  yosysTopAreaCellShare_pct: 44.2
  ys_cells: 156
  flop_cell: "dfrtp_1"
  synth_area_um2: 1700
detailed_routing:
  drt-pass1-iter-count: 4
  wl_mm: 2.88
  via_per_inst: 4.73
  vias: 1140
  ant_nets: 0
  n_antenna_cell: 0
  drtIter0Drc: 49
  route.detailed.wl_per_inst_um: 11.9
  drc: 0
global_route:
  grt_pass1_vias: 1156
  antenna_found_initial: 0
  grtUsageMet1_pct: 16.1
  grt_use_met2_pct: 17.3
  grt-ovfl-total: 0
  grt_max_degree: 32
  grt_pass1_wl_mm: 5.24
  busiest_layer: "met2"
  met3_usage_pct: 1.93
  grtUsageTotal_pct: 10.9
finish:
  reg_top3: "cycle_counter: 16 flops, data_to_send: 8 flops, bit_counter: 4 flops"
  final_layout_size_suffix_gt1_share_pct: 17.8
  syn_to_final_growth_pct: 14.3
  largest-register: "cycle_counter"
  final_cell_mix: "dfrtp_1, mux2_2, nor2_1"
  largest_reg_flops: 16
  fillers: 551
  layout_top_cell: "dfrtp_1"
outcome:
  status: "finished clean"
floorplanning:
  dieArea_um2: 5970
  initial_core_util_pct: 31.1
  die_y_um: 77.3
  core_region_area_um2: 5470
  die_w_um: 77.3
  io_pins: 13
  rows: 27
placed_design:
  place_congestion: 0.800
  io_buffers: 12
  dp_slack_ns: 0.751
  dp_hpwl_mm: 2.00
worst_hold_path:
  hold_class: "register to register"
cell type report:
cell class                 count  area, um2  area share, %
clock buffer                   6       72.6           3.73
sequential                    31        777           40.0
tap                           72       90.1           4.64
inverter                       6       22.5           1.16
multi-input combinational    113        853           43.9
timing repair buffer          13        128           6.57
stage by stage:
stage | std cells | utilization (%) | instance area [um2]
global placement | 235 | 34.2 | 1870
floorplan | 156 | - | 1700
CTS | 241 | 35.5 | 1940
detailed placement | 235 | 34.2 | 1870
finish | 241 | 35.5 | 1940
global route | 241 | 35.5 | 1940
path summary, 6_finish.rpt:
path | start | endpoint | slack [ns] | cells after the start
setup reg to reg | cycle_counter[0] | cycle_counter[7] | 0.81 | 6
hold / removal | cycle_counter[15] | cycle_counter[15] | 0.46 | 1
min in group asynchronous | resetn | data_to_send[4] | 0.72 | 2
hold reg to reg | cycle_counter[15] | cycle_counter[15] | 0.46 | 1
setup / recovery | fsm_state[0] | uart_tx_busy | 0.56 | 3
max in group asynchronous | resetn | txd_reg | 1.97 | 2
synth_stat cells, types with 2 or more instances:
| library cell | n |
|---|---|
| buf_2 | 2 |
| o2111ai_1 | 2 |
| a21o_1 | 2 |
| inv_1 | 6 |
| and2_1 | 2 |
| nand3_1 | 6 |
| and3_1 | 3 |
| xor2_1 | 10 |
| and4_1 | 2 |
| o21ai_0 | 2 |
| nor2_1 | 14 |
| ha_1 | 5 |
| nor3b_1 | 2 |
| nand4_1 | 4 |
| a211oi_1 | 3 |
| nand2b_1 | 2 |
| a21oi_1 | 8 |
| dfrtp_1 | 30 |
| mux2_2 | 15 |
| nand2_1 | 12 |
| xnor2_1 | 3 |
layer usage:
| layer | vias up | wire length [um] |
|---|---|---|
| met1 | 536 | 1450 |
| met3 | 7 | 76 |
| li1 | 582 | - |
| met5 | - | 0 |
| met2 | 15 | 1290 |
| met4 | 0 | 59 |
logic make-up after synthesis:
| kind of cell | Yosys count | share of synthesized area [%] |
|---|---|---|
| compound gates | 21 | 8.54 |
| simple gates | 58 | 20.8 |
| fa+ha+maj | 5 | 3.68 |
| xor+xnor | 13 | 6.70 |
| mux | 16 | 10.5 |
| buf+inv | 12 | 4.12 |
| flops | 31 | 45.7 |
power by group through the flow:
stage	Clock [mW]	Sequential [mW]	Combinational, mW
finish	0.292	0.527	0.139
global route	0.317	0.536	0.161
CTS	0.304	0.526	0.142
No activity file was given, so power comes from the tool's default toggle rates.
