--- config.mk ---
export PLATFORM = sky130hd
export DESIGN_NAME = uart_rx
export DESIGN_NICKNAME = uart_rx
export VERILOG_FILES = /design/flow/design.v
export SDC_FILE = /design/flow/constraint.sdc
export NUM_CORES = 4
export LEC_CHECK = 1
export CORE_UTILIZATION = 40
--- constraint.sdc ---
current_design uart_rx

set clk_period 5.7
set clk_io_pct 0.2

create_clock -name clk0 -period $clk_period [get_ports {clk}]

set non_clock_inputs [all_inputs -no_clocks]
set_input_delay [expr $clk_period * $clk_io_pct] -clock clk0 $non_clock_inputs
set_output_delay [expr $clk_period * $clk_io_pct] -clock clk0 [all_outputs]
--- design.v ---
module uart_rx(
input  wire       clk          ,  
input  wire       resetn       ,  
input  wire       uart_rxd     ,  
input  wire       uart_rx_en   ,  
output wire       uart_rx_break,  
output wire       uart_rx_valid,  
output reg  [PAYLOAD_BITS-1:0] uart_rx_data    
);
parameter   BIT_RATE        = 9600;  
localparam  BIT_P           = 1_000_000_000 * 1/BIT_RATE;  
parameter   CLK_HZ          =    50_000_000;
localparam  CLK_P           = 1_000_000_000 * 1/CLK_HZ;  
parameter   PAYLOAD_BITS    = 8;
parameter   STOP_BITS       = 1;
localparam       COUNT_REG_LEN      = 16;
localparam       CYCLES_PER_BIT     = BIT_P / CLK_P;
reg rxd_reg;
reg rxd_reg_0;
reg [PAYLOAD_BITS-1:0] recieved_data;
reg [COUNT_REG_LEN-1:0] cycle_counter;
reg [3:0] bit_counter;
reg bit_sample;
reg [2:0] fsm_state;
reg [2:0] n_fsm_state;
localparam FSM_IDLE = 0;
localparam FSM_START= 1;
localparam FSM_RECV = 2;
localparam FSM_STOP = 3;
assign uart_rx_break = uart_rx_valid && ~|recieved_data;
assign uart_rx_valid = fsm_state == FSM_STOP && n_fsm_state == FSM_IDLE;
always @(posedge clk, negedge resetn) begin
    if(!resetn) begin
        uart_rx_data  <= {PAYLOAD_BITS{1'b0}};
    end else if (fsm_state == FSM_STOP) begin
        uart_rx_data  <= recieved_data;
    end
end
wire next_bit     = cycle_counter == CYCLES_PER_BIT ||
                        fsm_state       == FSM_STOP && 
                        cycle_counter   == CYCLES_PER_BIT/2;
wire payload_done = bit_counter   == PAYLOAD_BITS  ;
always @(*) begin : p_n_fsm_state
    case(fsm_state)
        FSM_IDLE : n_fsm_state = rxd_reg      ? FSM_IDLE : FSM_START;
        FSM_START: n_fsm_state = next_bit     ? FSM_RECV : FSM_START;
        FSM_RECV : n_fsm_state = payload_done ? FSM_STOP : FSM_RECV ;
        FSM_STOP : n_fsm_state = next_bit     ? FSM_IDLE : FSM_STOP ;
        default  : n_fsm_state = FSM_IDLE;
    endcase
end
integer i = 0;
always @(posedge clk, negedge resetn) begin : p_recieved_data
    if(!resetn) begin
        recieved_data <= {PAYLOAD_BITS{1'b0}};
    end else if(fsm_state == FSM_IDLE             ) begin
        recieved_data <= {PAYLOAD_BITS{1'b0}};
    end else if(fsm_state == FSM_RECV && next_bit ) begin
        recieved_data[PAYLOAD_BITS-1] <= bit_sample;
        for ( i = PAYLOAD_BITS-2; i >= 0; i = i - 1) begin
            recieved_data[i] <= recieved_data[i+1];
        end
    end
end
always @(posedge clk, negedge resetn) begin : p_bit_counter
    if(!resetn) begin
        bit_counter <= 4'b0;
    end else if(fsm_state != FSM_RECV) begin
        bit_counter <= {COUNT_REG_LEN{1'b0}};
    end else if(fsm_state == FSM_RECV && next_bit) begin
        bit_counter <= bit_counter + 1'b1;
    end
end
always @(posedge clk, negedge resetn) begin : p_bit_sample
    if(!resetn) begin
        bit_sample <= 1'b0;
    end else if (cycle_counter == CYCLES_PER_BIT/2) begin
        bit_sample <= rxd_reg;
    end
end
always @(posedge clk, negedge resetn) begin : p_cycle_counter
    if(!resetn) begin
        cycle_counter <= {COUNT_REG_LEN{1'b0}};
    end else if(next_bit) begin
        cycle_counter <= {COUNT_REG_LEN{1'b0}};
    end else if(fsm_state == FSM_START || 
                fsm_state == FSM_RECV  || 
                fsm_state == FSM_STOP   ) begin
        cycle_counter <= cycle_counter + 1'b1;
    end
end
always @(posedge clk, negedge resetn) begin : p_fsm_state
    if(!resetn) begin
        fsm_state <= FSM_IDLE;
    end else begin
        fsm_state <= n_fsm_state;
    end
end
always @(posedge clk, negedge resetn) begin : p_rxd_reg
    if(!resetn) begin
        rxd_reg     <= 1'b1;
        rxd_reg_0   <= 1'b1;
    end else if(uart_rx_en) begin
        rxd_reg     <= rxd_reg_0;
        rxd_reg_0   <= uart_rxd;
    end
end
endmodule
--- run.sh ---
#!/bin/bash
# OpenROAD 26Q1-2900-gdf79404cd8, Yosys 0.63+post, stock flow scripts
make -C /OpenROAD-flow-scripts/flow DESIGN_CONFIG=/design/flow/config.mk WORK_HOME=/design/flow/orfs finish
==> impl_metrics.toml <==
# synthesis and place-and-route metrics
[synthesis]
yosys.stat.seqShare = 0.508
total_cell_area_reported_by_yosys_after_synthesis_um2 = 2120
top_post_synthesis_cells_by_area = "dfrtp_1 (47%), mux2i_1 (6.1%), mux2_2 (5.8%), dfstp_2 (3.7%), nand2b_1 (3.5%)"
ys_async_sr_fraction = 1.00
top_cell = "dfrtp_1"
post_synth_tally_of_flip_flops_with_integrated_enable = 0
synthesis.instances = 193
synth_largest_type_area_fraction = 0.471
ys_cells = 193
post_synth_instance_area_um2 = 2120
synth_top_cells_by_count = "dfrtp_1 (40), mux2i_1 (13), nand2_1 (13)"
synth.distinct_cells = 40
synth_flops = 43
ys.flop_type = "dfrtp_1"
synth_area_per_cell_um2 = 11.0
largest_area_cell = "dfrtp_1"
synthesis.yosys.warnings = 1

[global_routing]
grt_pass1_vias = 1303
grt_antenna_before_repair = 0
grt_max_degree = 44
global_route_wire_length_before_repair_mm = 6.58
grt.total_usage = 0.157
grt-ovfl-total = 0

[drt]
final_antenna_net_count = 0
routed_via_density = 5.15
postRouteWirelength_mm = 3.89
drt-wirelength-per-cell_um = 13.9
num_vias = 1436
drc = 0
firstDrtPassIters = 4
insertedDiodeCount = 0
detail_route.iter0.violations = 122

[status]
outcome = "finished clean"

[critical_path]
critPathArrivalTime_ns = 2.57
slowest_stage = "dfrtp_1"
crit_path_end_kind = "output pin"
cp_class = "flop to output pin"
worst_path_max_stage_delay_ns = 0.72
path_max_fanout = 15
crit_family = "simple AND/OR/NAND/NOR gates"
critical_path_buf_inv_count = 1
crit_path_start_kind = "flop"
cp_data_required_time_ns = 4.56
timing.critical_path.cells = "nand4b_1 -> or4_1 -> a21o_1 -> nor3_1 -> clkdlybuf4s50_1"

[final_timing]
timing.final.crit_period_ns = 3.71
final_min_period_over_clock_period = 0.651
timing.final.max_slew_violations = 0
worst_hold_slack_ns = 0.478
max_clock_freq_ghz = 0.269
setup-tns-final_ns = 0
timing_worst_slew_pin_value_ns = 0.850
clock-skew-final_ns = 0.00776
rsz0062_at_grt = "false"
slew-limit-headroom = 0.429
finalHoldViolations = 0
setup_viol_count_final = 0

[pwr]
worst_vdd_rail_ir_drop_uv = 147
power-per-cell-area_nw_per_um2 = 216
power_leakage_nw = 1.09

[floorplanning]
core_um2 = 5110
core_util_floorplan = 0.416
die_height_um = 74.9
pin_count = 14
die_area_um2 = 5610
floorplan.rows = 26
die_x_um = 74.9

[layout]
max_flop_register = "cycle_counter"
layout.core_utilization = 0.470
top_regs = "cycle_counter (16), recieved_data (8), uart_rx_data (8)"
layout-drive-gt1-share = 0.134
areaGrowthSynthToFinish_pct = 13.0
stdcell_area_um2 = 2400
max_reg_flops = 16

[job]
stage_log_warnings = 27
max_cap_violations = 0

[cts]
cts_root_buf = "clkbuf_8"
htreeDepth = 2
cts_tree = "yes"
post_cts_resized = 0
ctsLongestPathBuffers = 2
post-cts-setup-buffer-count = 0
cts_clock_pin_slew_for_the_worst_setup_and_hold_paths_ns = 0.09
clock.latency.late_pin_ns = 0.30
cts-buffers-inserted = 5
cts.hold.buffers_added = 0
cts.sinks = 43

[placed_design]
hpwlAfterDp_mm = 2.65
place_area_um2 = 2310
placement.io_buffers = 13
place_congestion = 0.866

[min_path]
worst_hold_path_type = "flop to flop"
[worst register-to-register path, stage by stage, from the launching register on]
cell	delay, ns
dfrtp_1	0.72
nand4b_1	0.17
nand3b_1	0.26
a211o_1	0.51
mux2i_1	0.19
[area by class of cell]
cell class                      instances  area (µm²)
Tap cell                               70        87.6
Clock inverter                          3        23.8
Inverter                                7        26.3
Timing Repair Buffer                   15         140
Sequential cell                        43        1080
Multi-Input combinational cell        136         973
Fill cell                             471        2710
Clock buffer                            5        68.8
[stage by stage]
stage | setup slack, ns | cells | power (W)
6_report | 1.99 | 279 | 0.000519
5_1_grt | 1.79 | 279 | 0.000542
4_1_cts | 1.95 | 279 | 0.000529
3_5_place_dp | 2.30 | 271 | 0.000326
3_3_place_gp | 2.32 | 271 | 0.000326
2_1_floorplan | 3.20 | 193 | 0.000317
[final timing paths]
kind	start	end	slack, ns	depth (start not counted)
setup / recovery	fsm_state[3]$_DFF_PN0_	uart_rx_break	1.99	5
hold / removal	cycle_counter[15]$_DFFE_PN0P_	cycle_counter[15]$_DFFE_PN0P_	0.48	1
setup reg to reg	fsm_state[3]$_DFF_PN0_	recieved_data[6]$_DFFE_PN0P_	3.72	4
hold reg to reg	cycle_counter[15]$_DFFE_PN0P_	cycle_counter[15]$_DFFE_PN0P_	0.48	1
max in group asynchronous	resetn	rxd_reg_0$_DFFE_PN1P_	4.41	2
min in group asynchronous	resetn	cycle_counter[14]$_DFFE_PN0P_	0.91	2
[per-layer routing]
| metal | GRT usage | vias up | part of all wire | wire length [µm] |
|---|---|---|---|---|
| met4 | 0.0189 | 0 | 0.012 | 48 |
| met2 | 0.215 | 21 | 0.42 | 1630 |
| li1 | - | 709 | - | - |
| met3 | 0.0285 | 4 | 0.035 | 135 |
| met5 | 0 | - | 0 | 0 |
| met1 | 0.275 | 702 | 0.53 | 2070 |
[cell families (layout without fill, tap and decap cells)]
logic type                 Yosys count  in the layout  synth area share
muxes                               24             24             0.120
adders and majority gates            4              4            0.0236
and+or+nand+nor                     79             79             0.217
xor gates and xnor gates            11             11            0.0453
DFF                                 43             43             0.508
buffers and inverters               14             30            0.0336
AOI/OAI and AO/OA                   18             18            0.0530
[report_power, final]
| group | leakage [nW] | switching, W | internal [W] | total (W) |
|---|---|---|---|---|
| Sequential | 0.590 | 0.00000132 | 0.000308 | 0.000309 |
| Clock | 0.0408 | 0.000112 | 0.0000877 | 0.000200 |
| Combinational | 0.462 | 0.00000652 | 0.00000368 | 0.0000102 |
[placed cells by master (no fill, tap or decap), drive strengths merged, types with 3 or more instances in the layout]
master,instances
nor4,5
mux2i,13
o21ai,6
a21oi,5
buf,3
clkdlybuf4s50,12
nor3,5
nand2,13
nand4,6
nor2,10
nand2b,12
xor2,4
nand3,7
dfstp,3
and2,3
or3,4
ha,4
inv,8
nand3b,3
mux2,11
clkbuf,5
xnor2,7
dfrtp,40
Power and IR drop assume default switching activity.
